<file path="flow/design.v">
module fifo #(parameter WORD_L= 8, DEPTH= 8, PORT_L= 8) (
    input                                   clk,
    input                                   rst,
    input [PORT_L - 1 : 0] [WORD_L -1 : 0]  inputs,
    input                                   in_vld,
    output                                  fifo_rdy,
    output [PORT_L - 1 : 0] [WORD_L -1 : 0] outputs,
    output                                  fifo_vld,
    input                                   mac_rdy
  ); 
  localparam ADR_L = $clog2(DEPTH);
  logic [DEPTH - 1 : 0] [PORT_L - 1 : 0] [WORD_L - 1 : 0] fifo_reg;
  logic [ADR_L : 0]                                       wr_adr;
  logic [ADR_L : 0]                                       rd_adr;
  logic                                                   full;
  logic                                                   empty;
  logic                                                   wr_en;
  logic                                                   rd_en;
  always_comb begin
    if ((wr_adr [ADR_L - 1 : 0] == rd_adr[ADR_L - 1 : 0]) && (wr_adr[ADR_L] != rd_adr[ADR_L])) begin
      full = 1;
    end else begin
      full = 0;
    end
    if (wr_adr == rd_adr) begin
      empty = 1;
    end else begin
      empty = 0;
    end
  end
  assign fifo_rdy = ~full;
  assign fifo_vld = ~empty;
  assign wr_en    = fifo_rdy && in_vld;
  assign rd_en    = fifo_vld && mac_rdy;
  always_ff @(posedge clk) begin
    if (rst== 0) begin
      wr_adr <= '0;
      rd_adr <= '0;
    end else begin
      if (wr_en) begin
        wr_adr <= wr_adr + 1;
      end
      if (rd_en) begin
        rd_adr <= rd_adr + 1;
      end      
    end
  end
  always_ff @(posedge clk) begin
    if (rst== 0) begin
      fifo_reg <= '0;
    end else begin
      if (wr_en) begin
        fifo_reg[wr_adr[ADR_L-1 : 0]] <= inputs;
      end
    end
  end
  assign outputs = fifo_reg[rd_adr[ADR_L-1 : 0]];
endmodule
</file>
<file path="flow/run.sh">
#!/bin/bash
# OpenROAD 26Q1-2900-gdf79404cd8, Yosys 0.63+post, stock flow scripts
make -C /OpenROAD-flow-scripts/flow DESIGN_CONFIG=/design/flow/config.mk WORK_HOME=/design/flow/orfs finish
</file>
<file path="flow/config.mk">
export PLATFORM = sky130hd
export DESIGN_NAME = fifo
export DESIGN_NICKNAME = fifo
export VERILOG_FILES = /design/flow/design.v
export SDC_FILE = /design/flow/constraint.sdc
export NUM_CORES = 4
export LEC_CHECK = 1
export CORE_UTILIZATION = 40
</file>
<file path="flow/constraint.sdc">
current_design fifo

set clk_period 74.2
set clk_io_pct 0.2

create_clock -name clk0 -period $clk_period [get_ports {clk}]

set non_clock_inputs [all_inputs -no_clocks]
set_input_delay [expr $clk_period * $clk_io_pct] -clock clk0 $non_clock_inputs
set_output_delay [expr $clk_period * $clk_io_pct] -clock clk0 [all_outputs]
</file>
==> flow_summary_export.csv <==
group,metric,value,unit
global_route,first_global_vias,16400,
synth,synthesis.instances,1810,
synth,ys.flops,520,
clocking,clkSinkCount,520,
clocking,cts_htree_levels,2,
final_layout,register_area,10400,sq um
synth,synth-simple-area-share,0.0855,
floorplanning,core_region_area,52900,sq um
setup_path,slowest_cell_on_crit_path,"sky130_fd_sc_hd__dfxtp_4",
setup_path,cp_slowest_stage_delay,0.71,ns
final_layout,area.growth.synth_to_final,16.2,%
flow_run,drv_cap,0,
synth,xor_area_frac,0.00367,
clocking,cts.root.buffer_cell,"sky130_fd_sc_hd__clkbuf_16",
floorplanning,chip_area,54700,sq um
final_layout,fillCellCount,4550,
power,switching_power,171,uW
power,intPower,468,uW
placement,postPlaceCellArea,23200,sq um
route,routed_wl,66200,um
floorplanning,num_rows,84,
sta,timing.final.max_slew_violations,0,
synth,syn-cell-area,21500,sq um
route,dr.first_iter.drc_count,986,
setup_path,setup.worst_path.start_class,"flip-flop",
power,combPwrFrac,0.134,
power,seq_power_share,0.452,
final_layout,finish.instance_area,25000,sq um
route,drtPass1Iterations,22,
final_layout,drive_above_1_share,0.187,
synth,synthDominantAreaCellType,"sky130_fd_sc_hd__dfxtp_1",
sta,final_hold_viol_count,0,
synth,synth.yosys.chip_area,21500,sq um
sta,worst_slew_margin_rel,0.418,
synth,synth-warning-count,1,
setup_path,worstSetupPathType,"flip-flop to primary output",
floorplanning,die_y,234,um
route,diodes,0,
sta,timing_worst_slew_pin_value,0.873,ns
synth,ys_sh_adder,0.00349,
clocking,clock_insertion_delay_worst_skew,0.60,ns
power,power.ir.vdd_worst,0.0184,mV
floorplanning,initCoreUtil,0.407,
synth,compound_area_frac,0.207,
synth,dominantRegCellSynth,"sky130_fd_sc_hd__dfxtp_1",
floorplanning,top_level_ports,134,
global_route,grt.overflow.total,0,
global_route,antenna_found_initial,1,
clocking,tritoncts_clock_tree,"yes",
route,final_antenna_net_count,0,
flow_run,openroad_warnings,27,
synth,synth.area.mux_share,0.172,
setup_path,crit_arrival,3.92,ns
synth,top_logic_kind,"AND-OR/OR-AND gates",
global_route,gr-usage-all-layers,0.255,
final_layout,largest_register_ff_count,512,
power,power.switching_fraction,0.267,
setup_path,type_of_destination_of_the_critical_path,"primary output",
clocking,cts-root-to-sink-buffers,3,
route,route.detailed.vias_per_inst,6.20,
sta,grt_setup_unrepaired,"false",
run_status,run_status,"finished clean",
global_route,grt_start_max_net_pins,80,
global_route,grt_first_pass_wirelength,101000,um
setup_path,worst_ep_required_time,59.36,ns
sta,finalWorstSetupSlack,55.44,ns
final_layout,final-comb-area,10200,sq um
power,power_per_unit_of_standard_cell_area,25.6,nW/um^2
synth,fraction_of_synthesis_flops_using_an_asynchronous_set_or_reset_pin,0,
sta,setup_total_negative_slack,0,ns
placement,portBuffers,133,
worst_hold_path,hold_path.class,"flip-flop to flip-flop",
sta,finClkSkew,0.0125,ns
power,p_leak,8.50,nW
synth,yosysUniqueCellTypes,39,
clocking,tritoncts.num_buffers,54,
sta,timing.final.crit_period,18.76,ns
route,wl_per_cell,25.7,um
placement,gpl.final_weighted_congestion,0.820,
sta,worst_hold_margin,0.451,ns
synth,netlist_top_cells_area,"sky130_fd_sc_hd__dfxtp_1, sky130_fd_sc_hd__mux4_2, sky130_fd_sc_hd__a22o_1, sky130_fd_sc_hd__o2bb2ai_1, sky130_fd_sc_hd__a32o_1",
synth,yosys_cells,1810,
floorplanning,die_w,234,um
synth,yosysTopAreaCellShare,0.484,
clocking,post_cts.resized_instances,0,
sta,setup_viol_count_final,0,
setup_path,timing.critical_path.cells,"buf_12 > buf_4 > mux4_2 > mux2_2 > clkdlybuf4s50_1",
synth,post_synth.cell_area_avg,11.9,sq um
placement,dp_hpwl,34900,um
synth,seq_area_frac_synth,0.484,
clocking,cts_setup_buffers,0,
clocking,cts_hold_repair.buffers,0,
route,detail_route.drc_violations,0,
synth,enable_flop_cells,0,
power,p_clk_frac,0.414,
sta,fmax,53.3,MHz
route,routed-via-count,16000,
clocking,clkSlewWorstSetupHoldPaths,0.06,ns
sta,final.period_utilization,0.253,
placement,post-place-ws,55.95,ns
setup_path,worst_path_maximum_fanout,79,
-- layout make-up --
| cell class | count | share of cell area |
|---|---|---|
| clock inverters | 17 | 0.00481 |
| inverters | 8 | 0.00120 |
| repair buffers | 181 | 0.0681 |
| clock buffers | 79 | 0.0643 |
| multi-input cells | 1082 | 0.410 |
| flip-flops and latches | 520 | 0.417 |
| well taps | 688 | 0.0345 |
-- worst max-delay path, delay by kind of cell, from the launching register on --
kind                   cells  cell delay [ns]
flip-flops                 1             0.71
multiplexers               2             0.88
buffers and inverters      3             1.59
-- metrics by stage --
step,std cells,total power [mW],utilization
after CTS,2575,0.643,0.472
after global placement,2479,0.380,0.440
after floorplan,1810,0.348,-
after global routing,2575,0.661,0.472
final,2575,0.639,0.472
after detailed placement,2479,0.380,0.440
-- power by group through the flow --
stage	clock [mW]	sequential (mW)	combinational, mW
CTS	0.268	0.289	0.0860
global route	0.280	0.289	0.0913
finish	0.264	0.289	0.0856
-- layer usage --
layer	part of all wire	vias to the layer above	global-route usage
met5	0.00011	-	0
met4	0.021	2	0.0528
met3	0.093	98	0.0781
met2	0.45	727	0.384
met1	0.43	8043	0.377
li1	-	7102	-
-- logic make-up (layout without fill, tap and decap cells) --
| kind of cell | count (synthesis) | count (layout) |
|---|---|---|
| AND-OR/OR-AND | 521 | 521 |
| flip-flops | 520 | 520 |
| AND/OR/NAND/NOR | 344 | 344 |
| buffers and inverters | 208 | 285 |
| multiplexers | 202 | 202 |
| XOR/XNOR | 9 | 9 |
| adder cells (fa/ha/maj) | 6 | 6 |
-- cell usage in the layout (no fill, tap or decap), types with 2 or more instances in the layout --
cell type,count
sky130_fd_sc_hd__clkdlybuf4s50_1,132
sky130_fd_sc_hd__nand2b_1,4
sky130_fd_sc_hd__xnor2_1,4
sky130_fd_sc_hd__o21ai_1,4
sky130_fd_sc_hd__dfxtp_1,517
sky130_fd_sc_hd__ha_1,5
sky130_fd_sc_hd__a21oi_4,7
sky130_fd_sc_hd__inv_1,6
sky130_fd_sc_hd__a22o_1,256
sky130_fd_sc_hd__nor2b_1,110
sky130_fd_sc_hd__a21oi_1,4
sky130_fd_sc_hd__nor2_1,8
sky130_fd_sc_hd__clkinv_2,13
sky130_fd_sc_hd__nand2_1,125
sky130_fd_sc_hd__nand4_1,57
sky130_fd_sc_hd__xor2_1,5
sky130_fd_sc_hd__o2bb2ai_1,110
sky130_fd_sc_hd__buf_4,48
sky130_fd_sc_hd__mux2i_1,10
sky130_fd_sc_hd__nand3_1,5
sky130_fd_sc_hd__nor3_2,5
sky130_fd_sc_hd__o21ai_0,56
sky130_fd_sc_hd__or3_2,2
sky130_fd_sc_hd__mux4_2,128
sky130_fd_sc_hd__nand3b_1,10
sky130_fd_sc_hd__nor3_1,8
sky130_fd_sc_hd__nor4_4,3
sky130_fd_sc_hd__mux2_2,64
sky130_fd_sc_hd__dfxtp_4,3
sky130_fd_sc_hd__clkbuf_16,55
sky130_fd_sc_hd__clkbuf_1,10
sky130_fd_sc_hd__clkbuf_8,14
sky130_fd_sc_hd__or3_1,3
sky130_fd_sc_hd__a32o_1,82
-- path summary, 6_finish.rpt --
kind | startpoint | to | slack [ns] | cells after the start
worst max register to register | rd_adr[1]$_SDFFE_PN0P_ | fifo_reg[396]$_SDFFE_PN0P_ | 69.76 | 7
worst min register to register | fifo_reg[60]$_SDFFE_PN0P_ | fifo_reg[60]$_SDFFE_PN0P_ | 0.45 | 2
worst max-delay path | rd_adr[0]$_SDFFE_PN0P_ | outputs[43] | 55.44 | 5
worst min-delay path | fifo_reg[60]$_SDFFE_PN0P_ | fifo_reg[60]$_SDFFE_PN0P_ | 0.45 | 2
-- synth_stat cells (4+ instances only) --
cell and n:
sky130_fd_sc_hd__clkbuf_1 75, sky130_fd_sc_hd__a22o_1 256, sky130_fd_sc_hd__clkbuf_2 5, sky130_fd_sc_hd__nor2_1 8, sky130_fd_sc_hd__nor3_1 13, sky130_fd_sc_hd__or3_1 5
sky130_fd_sc_hd__ha_1 6, sky130_fd_sc_hd__nand4_1 57, sky130_fd_sc_hd__a21oi_1 4, sky130_fd_sc_hd__nand2b_1 4, sky130_fd_sc_hd__a32o_1 82, sky130_fd_sc_hd__inv_1 6
sky130_fd_sc_hd__buf_2 101, sky130_fd_sc_hd__a21oi_4 4, sky130_fd_sc_hd__o21ai_1 4, sky130_fd_sc_hd__nand3_1 6, sky130_fd_sc_hd__dfxtp_1 520, sky130_fd_sc_hd__xnor2_1 4
sky130_fd_sc_hd__nand2_1 125, sky130_fd_sc_hd__mux2i_1 10, sky130_fd_sc_hd__o21ai_0 56, sky130_fd_sc_hd__xor2_1 5, sky130_fd_sc_hd__mux4_2 128, sky130_fd_sc_hd__nand3b_1 10
sky130_fd_sc_hd__o2bb2ai_1 110, sky130_fd_sc_hd__buf_1 15, sky130_fd_sc_hd__mux2_2 64, sky130_fd_sc_hd__nor2b_1 110
Power figures rest on the tool's default switching activity, not on a simulated workload.
